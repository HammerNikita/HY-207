**flow/config.mk**
```make
export PLATFORM = sky130hd
export DESIGN_NAME = colorLED_manager
export DESIGN_NICKNAME = colorLED_manager
export VERILOG_FILES = /design/flow/design.v
export SDC_FILE = /design/flow/constraint.sdc
export NUM_CORES = 4
export LEC_CHECK = 1
export CORE_AREA = 10 10 70 70
export DIE_AREA = 0 0 80 80
```
**flow/run.sh**
```bash
#!/bin/bash
# OpenROAD 26Q1-2900-gdf79404cd8, Yosys 0.63+post, stock flow scripts
make -C /OpenROAD-flow-scripts/flow DESIGN_CONFIG=/design/flow/config.mk WORK_HOME=/design/flow/orfs finish
```
**flow/design.v**
```verilog
module colorLED_glow   
(
	input  wire i_enable_colorled,
	input  wire syncing_colLED   , 
	output wire o_colLed         ,
    input  wire aresetn             
);
reg r_led; 
initial begin
	r_led = 1'b1;     
end
assign	o_colLed = r_led;  
always @(negedge i_enable_colorled, negedge aresetn) begin 
	if(aresetn == 1'b0)begin
     r_led <= 1'b1;
    end
	else if(syncing_colLED)begin
     r_led <= ~r_led;
    end
    else begin
        r_led <= r_led;
    end
end
endmodule
module colorLED_manager
(
    output wire O_LED_color_COL_0,
    output wire O_LED_color_COL_1,
    output wire O_LED_color_COL_2,
    output wire O_LED_color_ROW_0,
    output wire O_LED_color_ROW_1,
    output wire O_LED_color_ROW_2,
    output wire O_LED_color_ROW_3,
    input  wire [11:00] i_Led_color_data,
    input  wire aclk  ,
    input  wire aresetn  
);
wire[2:0] w_sensor_n;
wire[3:0] w_sensor_LED;
wire[2:0] w_sensor_n_0;
wire[2:0] w_sensor_n_1;
wire[2:0] w_sensor_n_2;
wire[2:0] w_sensor_n_3;
assign O_LED_color_COL_0 = w_sensor_n[0];
assign O_LED_color_COL_1 = w_sensor_n[1];
assign O_LED_color_COL_2 = w_sensor_n[2];
assign O_LED_color_ROW_0 = w_sensor_LED[0];
assign O_LED_color_ROW_1 = w_sensor_LED[1];
assign O_LED_color_ROW_2 = w_sensor_LED[2];
assign O_LED_color_ROW_3 = w_sensor_LED[3];
assign  w_sensor_n_0[0] = i_Led_color_data[0] ;
assign  w_sensor_n_1[0] = i_Led_color_data[1] ;
assign  w_sensor_n_2[0] = i_Led_color_data[2] ;
assign  w_sensor_n_3[0] = i_Led_color_data[3] ;
assign  w_sensor_n_0[1] = i_Led_color_data[4] ;
assign  w_sensor_n_1[1] = i_Led_color_data[5] ;
assign  w_sensor_n_2[1] = i_Led_color_data[6] ;
assign  w_sensor_n_3[1] = i_Led_color_data[7] ;
assign  w_sensor_n_0[2] = i_Led_color_data[8] ;
assign  w_sensor_n_1[2] = i_Led_color_data[9] ;
assign  w_sensor_n_2[2] = i_Led_color_data[10];
assign  w_sensor_n_3[2] = i_Led_color_data[11];
Cyclic_colorLED_senser
Cyclic_colorLED_senser_inst  
(
    .clk (aclk),            
    .o_sensor_LED (w_sensor_LED)     
);
colorLED_glow
colorLED_glow_0_inst 
(
    .i_enable_colorled (w_sensor_n_0),
    .syncing_colLED  (w_sensor_LED[0]),
    .o_colLed   (w_sensor_n),
    .aresetn         (aresetn)
);
colorLED_glow
colorLED_glow_1_inst 
(
    .i_enable_colorled (w_sensor_n_1),
    .syncing_colLED  (w_sensor_LED[1]),
    .o_colLed   (w_sensor_n),
    .aresetn         (aresetn)
);
colorLED_glow
colorLED_glow_2_inst 
(
    .i_enable_colorled (w_sensor_n_2),
    .syncing_colLED  (w_sensor_LED[2]),
    .o_colLed   (w_sensor_n),
    .aresetn         (aresetn)
);
colorLED_glow
colorLED_glow_3_inst 
(
    .i_enable_colorled (w_sensor_n_3),
    .syncing_colLED  (w_sensor_LED[3]),
    .o_colLed   (w_sensor_n),
    .aresetn         (aresetn)
);
endmodule
module colorLED_Save
(
	input  wire i_enable_colorled , 
	input  wire syncing_colLED , 
	output wire o_colLed
);
reg r_reg; 
initial begin
	r_leg = 1'b1;  
end
always @(negedge i_enable_colorled) begin 
	if(syncing_colLED)begin
     r_led <= ~r_led;
    end
    else begin
        r_led <= r_led;
    end
end
assign	o_colLed = r_led;  
endmodule
module Cyclic_colorLED_senser  
(
    input wire clk,                
    output reg [3:0] o_sensor_LED     
);
    reg [1:0] state;          
    localparam STATE_0 = 2'b00;
    localparam STATE_1 = 2'b01;
    localparam STATE_2 = 2'b10;
    localparam STATE_3 = 2'b11;
    always @(posedge clk) begin 
            case (state)
                STATE_0: begin
                    o_sensor_LED <= 3'b1110;   
                    state <= STATE_1;
                end
                STATE_1: begin
                    o_sensor_LED <= 3'b1101;   
                    state <= STATE_2;
                end
                STATE_2: begin
                    o_sensor_LED <= 3'b1011;   
                    state <= STATE_3;
                end
                STATE_3: begin
                    o_sensor_LED <= 3'b0111;   
                    state <= STATE_0;
                end
            endcase
        end
endmodule
module Massive_colorLED 
(
	input  wire [2:0] i_schet_color_signal ,
	input  wire [3:0] syncing_colorLED  ,
	output wire [2:0] o_schet_colorLEDs   
);
wire [3:0] w_massive_schet_colorled;
assign o_schet_colorLEDs [0] = w_massive_schet_colorled [0]; 
assign o_schet_colorLEDs [1] = w_massive_schet_colorled [1]; 
assign o_schet_colorLEDs [2] = w_massive_schet_colorled [2]; 
colorLED_Save
inst_one_row
(
  .i_enablei_enable_colorled_led (i_schet_color_signal[0]), 
  .o_colLed (w_massive_schet_led[0]),   
  .syncing_colLED(syncing_colorLED[0]) 
);
colorLED_Save
inst_two_row
(
  .i_enable_colorled (i_schet_color_signal[1]),
  .o_colLed (w_massive_schet_led [1]),
  .syncing_colLED(syncing_colorLED[1]) 
);
colorLED_Save
inst_three_row
(
  .i_enable_colorled (i_schet_color_signal[2]),
  .o_colLed (w_massive_schet_led [2]),
  .syncing_colLED(syncing_colorLED[2]) 
);
colorLED_Save
inst_four_row
(
  .i_enable_colorled (i_schet_color_signal[3]),
  .o_colLed (w_massive_schet_led [3]),
  .syncing_colLED(syncing_colorLED[3]) 
);
endmodule
```
**flow/constraint.sdc**
```tcl
current_design colorLED_manager

set clk_period 1.0
set clk_io_pct 0.2

create_clock -name clk0 -period $clk_period [get_ports {aclk}]
create_clock -name clk1 -period $clk_period [get_ports {i_Led_color_data}]

set non_clock_inputs [all_inputs -no_clocks]
set_input_delay [expr $clk_period * $clk_io_pct] -clock clk0 $non_clock_inputs
set_output_delay [expr $clk_period * $clk_io_pct] -clock clk0 [all_outputs]
```
==> impl_metrics.env <==
# physical design summary
export IMPL_top_area_share_pct=50.0
export IMPL_combPwrFrac_pct=0.2
export IMPL_initial_core_util_pct=5.86
export IMPL_cp_arrival_ns=0.76
export IMPL_grt_overflow=0
export IMPL_synth_largest_area_cell="dfxtp_1"
export IMPL_worstHoldStart="Cyclic_colorLED_senser_inst.state[1]$_DFF_P_"
export IMPL_place_gp_congestion=0.586
export IMPL_hold_violations=0
export IMPL_area_growth_pct=45.6
export IMPL_ctsHoldBuffers=0
export IMPL_grt_start_max_net_pins=4
export IMPL_reg2reg_depth=3
export IMPL_dieArea_mm2=0.00640
export IMPL_row_count=21
export IMPL_root_buffer="clkbuf_4"
export IMPL_r2r_start="Cyclic_colorLED_senser_inst.state[0]$_DFF_P_"
export IMPL_netlist_instances=20
export IMPL_syn_avg_cell_area_um2=10.0
export IMPL_p_seq_share_pct=46.7
export IMPL_critical_path_cell_chain="dlygate4sd2_1"
export IMPL_cts_buffers=3
export IMPL_rsz0062_at_grt="false"
export IMPL_slowest_delay_ns=0.29
export IMPL_num_io_pins=21
export IMPL_post_cts_buffers=0
export IMPL_drive_gt1_share_pct=16.0
export IMPL_synth_edff_count=0
export IMPL_grt_pass1_vias=118
export IMPL_power_uw=428
export IMPL_warning_count=41
export IMPL_netSwitchingFraction_pct=18.1
export IMPL_drc=0
export IMPL_n_fill_cell=407
export IMPL_ys_warn_count=17
export IMPL_routed_wl_um=295
export IMPL_ant_nets=0
export IMPL_regArea_um2=101
export IMPL_startpoint_type="register"
export IMPL_power_density_mw_per_mm2=1470
export IMPL_synth_async_sr_flop_share_pct=0
export IMPL_fin_setup_tns_ns=0
export IMPL_slew_viol_final=0
export IMPL_cp_depth=1
export IMPL_clock_path_buffers=2
export IMPL_die_x_um=80
export IMPL_ys_cells=20
export IMPL_finalSetupViolations=0
export IMPL_via_per_inst=1.48
export IMPL_hold_path_class="register to register"
export IMPL_firstDrtPassIters=2
export IMPL_p_leak_uw=0.000127
export IMPL_reg2reg_to="Cyclic_colorLED_senser_inst.state[0]$_DFF_P_"
export IMPL_worstSetupEndpointType="output pin"
export IMPL_hold_path_depth=2
export IMPL_grt_pass1_wl_um=476
export IMPL_logic_area_um2=58.8
export IMPL_final_util_pct=8.53
export IMPL_rrSetupSlack_ns=0.07
export IMPL_p_switching_uw=77.7
export IMPL_critical_path_required_ns=0.80
export IMPL_hold_end="Cyclic_colorLED_senser_inst.state[1]$_DFF_P_"
export IMPL_coreArea_mm2=0.00342
export IMPL_clk_pin_slew_ns=0.04
export IMPL_vias=105
export IMPL_critPathKind="register to output pin"
export IMPL_finClkSkew_ns=0.00176
export IMPL_outcome="finished clean"
export IMPL_grtUsageTotal_pct=1.16
export IMPL_ys_flops=5
export IMPL_place_hpwl_um=243
export IMPL_antenna_cells=0
export IMPL_fp_dieH_um=80
export IMPL_ys_seq_share_pct=50.0
export IMPL_antenna_found_initial=0
export IMPL_crit_family="flip-flops"
export IMPL_peakVddDrop_uv=329
export IMPL_yosys_top_cells_count="dfxtp_1 (5), inv_1 (5), buf_4 (4), ha_1 (3), conb_1 (2)"
export IMPL_drt_iter0_drc=3
export IMPL_netlist_area_um2=200
export IMPL_area_leaders="dfxtp_1 (50%), ha_1 (19%), buf_4 (15%), inv_1 (9.4%), conb_1 (3.8%)"
export IMPL_cap_violations=0
export IMPL_cts_sinks=5
export IMPL_cts_tree="yes"
export IMPL_cp_startpoint="Cyclic_colorLED_senser_inst.o_sensor_LED[2]$_DFF_P_"
export IMPL_htree_levels=1
export IMPL_crit_fanout=1
export IMPL_path_buffers=1
export IMPL_crit_slowest_cell="dfxtp_1"
export IMPL_synth_cell_types=6
export IMPL_wl_per_cell_um=4.15
export IMPL_clkPwrFrac_pct=53.1
export IMPL_p_int_uw=351
export IMPL_synth_top_flop_cell="dfxtp_1"
export IMPL_port_buffers=3
export IMPL_ys_area_um2=200
-- cell type report --
class / count / area share [%]
sequential: 5 / 34.8
multi-input combinational: 8 / 20.2
tap: 46 / 19.7
timing repair buffer: 3 / 9.87
clock buffer: 4 / 9.01
inverter: 5 / 6.44
-- layer usage --
metal  GRT usage (%)  wire length, um  part of all wire [%]  vias up
met5               0                0                     0        -
met4           0.352                0                     0        0
met3            2.61              112                    38        0
met2           0.883               79                    27        9
met1           0.930              104                    35       40
li1                -                -                     -       56
-- cells by family (layout without fill, tap and decap cells) --
logic type                 after synthesis  in the layout  share of synthesized area, %
DFF                                      5              5                          50.0
buffers and inverters                    9             12                          24.4
and+or+nand+nor                          1              1                          3.13
other                                    2              4                          3.75
adders and majority gates                3              3                          18.8
-- cell usage in the layout (no fill, tap or decap) --
master / synthesis / final
clkdlybuf4s15_1: 0 / 2
ha_1: 3 / 3
clkbuf_1: 0 / 1
clkbuf_4: 0 / 3
dfxtp_1: 5 / 4
or2_1: 1 / 1
inv_1: 5 / 5
dlygate4sd2_1: 0 / 1
conb_1: 2 / 4
dfxtp_2: 0 / 1
-- how the worst max path moves through the flow --
stage	slack [ns]	end
4_1_cts	0.03	O_LED_color_ROW_2
5_1_grt	0.0007	O_LED_color_ROW_2
6_report	0.04	O_LED_color_ROW_2
-- what timing repair did --
item,CTS,global route
endpoints found under the hold margin,0,0
pin swaps,0,0
resized,3,3
endpoints found under the setup margin,3,2
-- stage by stage --
step | std cells | setup WS [ns] | hold slack [ns] | area (um2)
3_3_place_gp | 67 | 0.0572 | 0.495 | 265
6_report | 71 | 0.0426 | 0.530 | 292
3_5_place_dp | 67 | 0.0497 | 0.518 | 265
2_1_floorplan | 22 | 0.124 | 0.458 | 208
5_1_grt | 71 | 0.000732 | 0.565 | 292
4_1_cts | 71 | 0.0276 | 0.534 | 288
-- flip-flops by register name, summed over array words and instances (netlist names) --
| name | count |
|---|---|
| Cyclic_colorLED_senser_inst.o_sensor_LED | 3 |
| Cyclic_colorLED_senser_inst.state | 2 |
-- power groups by stage --
stage                 registers [uW]  logic (uW)  clock network, uW
after global routing             199        1.80                273
after CTS                        200        1.32                240
final                            200       0.688                227
Power and IR drop assume default switching activity.
