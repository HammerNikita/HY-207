<file path="./run.sh">
#!/bin/bash
# OpenROAD 26Q1-2900-gdf79404cd8, Yosys 0.63+post, stock flow scripts
make -C /OpenROAD-flow-scripts/flow DESIGN_CONFIG=/design/flow/config.mk WORK_HOME=/design/flow/orfs finish
</file>
<file path="./constraint.sdc">
current_design Management_button_col

set clk_period 2.3
set clk_io_pct 0.2

create_clock -name clk0 -period $clk_period [get_ports {clk}]

set non_clock_inputs [all_inputs -no_clocks]
set_input_delay [expr $clk_period * $clk_io_pct] -clock clk0 $non_clock_inputs
set_output_delay [expr $clk_period * $clk_io_pct] -clock clk0 [all_outputs]
</file>
<file path="./design.v">
module Management_button_col  
(
input  wire clk,
input wire aresetn,
input  wire [3:0] i_button_n, 
input wire        i_sync_n  ,   
output wire [3:0] o_btn_save ,
output wire [3:0] o_btn_push  
);
wire  w_btn_push_0;
wire  w_btn_push_1;
wire  w_btn_push_2;
wire  w_btn_push_3;
wire w_btn_save_0;
wire w_btn_save_1;
wire w_btn_save_2;
wire w_btn_save_3;
assign o_btn_push[0] = w_btn_push_0;
assign o_btn_push[1] = w_btn_push_1;
assign o_btn_push[2] = w_btn_push_2;
assign o_btn_push[3] = w_btn_push_3;
assign o_btn_save[0] = w_btn_save_0;
assign o_btn_save[1] = w_btn_save_1;
assign o_btn_save[2] = w_btn_save_2;
assign o_btn_save[3] = w_btn_save_3;
button_filtre 
key_one_row
(
    .i_button_n (i_button_n[0]), 
    .clk (clk),
    .i_sync_n (i_sync_n),
    .aresetn    (aresetn             ),
    .o_btn_save (w_btn_save_0  ),
    .o_btn_push (w_btn_push_0)
);
button_filtre 
key_two_row
(
    .i_button_n (i_button_n[1]),
    .clk (clk),
    .i_sync_n (i_sync_n),
    .aresetn    (aresetn             ),
    .o_btn_save (w_btn_save_1  ),
    .o_btn_push (w_btn_push_1)
);
button_filtre 
key_three_row
(
    .i_button_n (i_button_n[2]),
    .clk        (clk              ),
    .i_sync_n   (i_sync_n      ),
    .aresetn    (aresetn          ),
    .o_btn_save (w_btn_save_2  ),
    .o_btn_push (w_btn_push_2    )
);
button_filtre 
key_four_row
(
    .i_button_n (i_button_n[3]),
    .clk (clk),
    .i_sync_n (i_sync_n),
    .aresetn    (aresetn     ),
    .o_btn_save (w_btn_save_3),
    .o_btn_push (w_btn_push_3)
);
endmodule
module button_filtre 
(
    input wire i_button_n , 
    input wire i_sync_n   , 
    output reg o_btn_push , 
    output reg o_btn_save , 
    input wire aresetn    , 
    input wire clk          
);
reg [3:0] cnt;
wire     w_btn_push;
initial begin
    o_btn_push = 1'b0;
    o_btn_save = 1'b0;
    cnt        = 'd0 ; 
end
    assign w_btn_push = (cnt == 4'hF) ? (1'b1) : (1'b0);  
    always @(posedge clk, negedge aresetn) begin 
        if(aresetn == 1'b0)begin                          
            o_btn_push <= 1'b0;
        end
        else if(i_sync_n == 1'b0)begin                   
            o_btn_push <= w_btn_push;
        end
        else begin
            o_btn_push <= o_btn_push;                   
        end
    end
    always @(posedge clk, negedge aresetn) begin 
        if(aresetn == 1'b0)begin
            o_btn_save <= 1'b0;
        end
        else if((i_sync_n == 1'b0)&(o_btn_push == 1'b0)&(w_btn_push == 1'b1))begin 
            o_btn_save <= ~o_btn_save;
        end   
        else begin
            o_btn_save <= o_btn_save;  
        end
    end
    always @(posedge clk, negedge aresetn) begin 
        if(aresetn == 1'b0)begin              
            cnt <= 'd0;
        end
        else if(i_sync_n == 1'b0)begin 
            if (i_button_n == 1'b0)  begin 
                if(cnt < 4'hF )begin
                        cnt <= cnt +'d1;
                end else begin
                        cnt <= cnt;
                 end
            end else begin
                cnt <= 'd0;
            end
        end
        else begin
            cnt <= cnt;
        end
    end 
endmodule
</file>
<file path="./config.mk">
export PLATFORM = sky130hd
export DESIGN_NAME = Management_button_col
export DESIGN_NICKNAME = Management_button_col
export VERILOG_FILES = /design/flow/design.v
export SDC_FILE = /design/flow/constraint.sdc
export NUM_CORES = 4
export LEC_CHECK = 1
export CORE_AREA = 10 10 99 99
export DIE_AREA = 0 0 109 109
</file>
==> deck_impl_summary.md <==
Flow Results at a Glance

Min path
  – Hold WC Path Type: reg -> reg

Final timing
  – Worst-case clock skew: 0.00473 ns
  – Final Max Slew Viols: 0
  – RSZ-0062 raised after global routing: no
  – Slew HR: 79.1%
  – Fmax: 618 MHz
  – Worst Tran Pin Value: 0.314 ns
  – WHS: 0.467 ns
  – Final setup viols: 0
  – Final hold violations: 0
  – Setup WS post-layout: 0.683 ns
  – Period utilization: 70.3%
  – Minimum clock period: 1.62 ns
  – Setup Total Neg Slack: 0 ns

Synthesis
  – Seq share, synth: 46.5%
  – Yosys cell count: 128
  – Yosys stat area: 0.00129 mm^2
  – Post-Syn Area per Cell: 10.1 um^2
  – Mapped Cells: 128
  – Distinct cells, synth: 25
  – Synth flops: 24
  – Syn. warnings: 1
  – Cell area after synthesis: 0.00129 mm^2

Die
  – Core box area: 0.00773 mm^2
  – Die Span Y: 109 um
  – IO Count: 15
  – Width of the die: 109 um
  – Core Rows: 32
  – Fp util: 16.7%
  – Die ar.: 0.0119 mm^2

Clocking
  – Total CTS buffers: 3
  – Total setup buffers inserted after CTS: 0
  – Post_cts resized: 0
  – Clk root buf: clkbuf_8
  – CTS tree: done
  – Latency at later pin: 0.26 ns
  – H-tree Lvls: 1
  – Clk slew on worst S/H paths: 0.08 ns
  – Hold Buf Count CTS: 0
  – CTS sink count: 24
  – Clock buffer depth: 2

Outcome
  – Outcome: finished clean

Critical path
  – CP bufs+invs: 1
  – Slowest CP cell: clkdlybuf4s50_1
  – Arr. time, crit path: 1.16 ns
  – Worst Path Max Fanout: 3
  – R2R setup slack: 0.96 ns
  – Crit path max-delay family: buffers and inverters
  – Slowest stage delay, CP: 0.50 ns
  – Critical-path cell list: clkdlybuf4s50_1
  – CP endpoint kind: primary output
  – Worst path required time: 1.84 ns
  – Crit start category: flop
  – WS Path Type: reg -> out

Global routing
  – Grt ovf: 0
  – Total track usage: 3.93%
  – Largest net degree at the start of global routing: 40
  – Vias in the first global route: 786
  – Initial antenna violation count: 0
  – First-pass GRT wire length: 3.86 mm

Cells and area
  – Combinational Area: 581 um^2
  – Area growth syn-to-layout: 19.9%
  – Share of cells above drive strength 1: 13.3%
  – Final Util: 20.0%
  – Register area: 601 um^2
  – Fill cell count: 832

Route
  – Routed wire length: 2.31 mm
  – Detailed Routing Iterations Pass 1: 4
  – Vias: 890
  – Post-route DRC: 0
  – Via density: 3.76
  – Ant. Diodes: 0
  – DR WL/cell: 9.75 um
  – Initial DRC count: 50
  – DRT antenna net count: 0

Power and ir drop
  – Static Leak: 0.000654 uW
  – Max VDD drop: 0.227 mV
  – Pwr Density: 548 mW/mm^2

Placement
  – Worst slack, placed: 0.679 ns
  – PortBufs: 14
  – Dpl hpwl: 1.66 mm
  – Final RePlAce weighted congestion: 0.723

Job
  – Tool warnings: 25
  – MaxCap Viol Count: 0
[routing by layer]
metal,track usage [%],share of wire [%]
met5,0,0
met2,5.36,38
met1,5.90,54
met3,1.61,7.7
met4,0.282,0.52
[power by group]
| part | internal (uW) | switching [uW] | leakage (uW) |
|---|---|---|---|
| logic | 61.7 | 54.8 | 0.000315 |
| clock network | 117 | 123 | 0.0000216 |
| registers | 453 | 38.7 | 0.000317 |
| total | 631 | 217 | 0.000654 |
[path summary, 6_finish.rpt]
| kind | depth (start not counted) | endpoint | start |
|---|---|---|---|
| worst max-delay path | 1 | o_btn_push[3] | key_four_row.o_btn_push |
| worst min-delay path | 1 | key_three_row.o_btn_save | key_three_row.o_btn_save |
| worst max register to register | 4 | key_one_row.cnt[1] | key_one_row.cnt[0] |
| worst min register to register | 1 | key_three_row.o_btn_save | key_three_row.o_btn_save |
| max in group asynchronous | 2 | key_three_row.cnt[3] | aresetn |
| min in group asynchronous | 2 | key_two_row.cnt[1] | aresetn |
[worst reg2reg max path, stage by stage, from the launching register on]
cell	delay, ns
dfrtp_1	0.44
ha_1	0.28
and3_2	0.24
a22oi_1	0.18
o21ai_1	0.09
[cell usage after synthesis (all sizes together)]
library cell   n  area share, %
a31oi          8            3.9
nor2b          4            1.9
ha             4            3.9
nor3           4            3.1
buf           12            6.2
o21ai         11            4.3
nand3          7            3.9
o22a           7            5.0
dfrtp         24             47
mux2i          3            2.3
o31a           3            2.0
nor2           4            1.2
a2bb2oi        1           0.68
a22o           1           0.68
xor2           4            2.7
o21bai         2            1.2
a22oi          3            1.7
nand2         12            3.5
a21oi          2           0.78
and3           4            2.2
inv            8            2.3
[cell type report]
class / count / area share [%]
tap: 102 / 8.25
clock buffer: 3 / 2.67
inverter: 8 / 1.94
sequential: 24 / 38.8
timing repair buffer: 16 / 10.8
multi-input combinational: 84 / 37.5
[state kept, by name, indices dropped and copies added, names as in the netlist, 4 cells and up]
register           cells
key_four_row.cnt       4
key_one_row.cnt        4
key_three_row.cnt      4
key_two_row.cnt        4
[logic make-up after synthesis]
logic type / Yosys count / share of synthesized area [%]
fa+ha+maj: 4 / 3.88
compound gates: 38 / 20.3
mux: 3 / 2.33
flops: 24 / 46.5
buf+inv: 20 / 8.53
simple gates: 35 / 15.8
xor+xnor: 4 / 2.71
[placed cells by master, fill, tap and decap left out, drive strengths merged, types with 7 or more instances in the layout]
master and instances:
nand3 7, o22a 7, nand2 12, inv 8, clkdlybuf4s50 14, o21ai 11
a31oi 8, dfrtp 24
[metrics by stage]
stage | power [uW] | std cells | area [um^2]
floorplan | 570 | 128 | 1290
CTS | 866 | 237 | 1550
global route | 903 | 237 | 1550
detailed placement | 616 | 234 | 1510
finish | 848 | 237 | 1550
global placement | 616 | 234 | 1510
Power is estimated from default activity; no workload was simulated.
