### flow/config.mk
export PLATFORM = sky130hd
export DESIGN_NAME = led_place_8x8_manager
export DESIGN_NICKNAME = led_place_8x8_manager
export VERILOG_FILES = /design/flow/design.v
export SDC_FILE = /design/flow/constraint.sdc
export NUM_CORES = 4
export LEC_CHECK = 1
export CORE_UTILIZATION = 30
### flow/constraint.sdc
current_design led_place_8x8_manager

set clk_period 3.9
set clk_io_pct 0.2

create_clock -name clk0 -period $clk_period [get_ports {aclk}]

set non_clock_inputs [all_inputs -no_clocks]
set_input_delay [expr $clk_period * $clk_io_pct] -clock clk0 $non_clock_inputs
set_output_delay [expr $clk_period * $clk_io_pct] -clock clk0 [all_outputs]
### flow/run.sh
#!/bin/bash
# OpenROAD 26Q1-2900-gdf79404cd8, Yosys 0.63+post, stock flow scripts
make -C /OpenROAD-flow-scripts/flow DESIGN_CONFIG=/design/flow/config.mk WORK_HOME=/design/flow/orfs finish
### flow/design.v
module led_place_8x8_manager 
(
    output wire O_LED_PLACE_COL_0,  
    output wire O_LED_PLACE_COL_1,  
    output wire O_LED_PLACE_COL_2,  
    output wire O_LED_PLACE_COL_3,  
    output wire O_LED_PLACE_COL_4,  
    output wire O_LED_PLACE_COL_5,  
    output wire O_LED_PLACE_COL_6,  
    output wire O_LED_PLACE_COL_7,  
    output wire O_LED_PLACE_ROW_0,  
    output wire O_LED_PLACE_ROW_1,  
    output wire O_LED_PLACE_ROW_2,  
    output wire O_LED_PLACE_ROW_3,  
    output wire O_LED_PLACE_ROW_4,  
    output wire O_LED_PLACE_ROW_5,  
    output wire O_LED_PLACE_ROW_6,  
    output wire O_LED_PLACE_ROW_7,  
    input  wire [63:00] i_led_data,
input wire aresetn,                             
    input  wire aclk   
);
reg [7:0] col;
localparam [7:0] STATE_0 = 8'b11111110,
                 STATE_1 = 8'b11111101,
                 STATE_2 = 8'b11111011,
                 STATE_3 = 8'b11110111,
                 STATE_4 = 8'b11101111,
                 STATE_5 = 8'b11011111,
                 STATE_6 = 8'b10111111,
                 STATE_7 = 8'b01111111;
assign O_LED_PLACE_COL_0 = col[0];
assign O_LED_PLACE_COL_1 = col[1];
assign O_LED_PLACE_COL_2 = col[2];
assign O_LED_PLACE_COL_3 = col[3];
assign O_LED_PLACE_COL_4 = col[4];
assign O_LED_PLACE_COL_5 = col[5];
assign O_LED_PLACE_COL_6 = col[6];
assign O_LED_PLACE_COL_7 = col[7];
assign O_LED_PLACE_ROW_0 = o_led_row_data[0];
assign O_LED_PLACE_ROW_1 = o_led_row_data[1];
assign O_LED_PLACE_ROW_2 = o_led_row_data[2];
assign O_LED_PLACE_ROW_3 = o_led_row_data[3];
assign O_LED_PLACE_ROW_4 = o_led_row_data[4];
assign O_LED_PLACE_ROW_5 = o_led_row_data[5];
assign O_LED_PLACE_ROW_6 = o_led_row_data[6];
assign O_LED_PLACE_ROW_7 = o_led_row_data[7];
localparam LP_TIMER_LENGTH_BIT = 8;
reg [LP_TIMER_LENGTH_BIT -1:0] timer;
reg [7:0]   o_led_row_data;
initial begin
    timer = {LP_TIMER_LENGTH_BIT{1'b0}};
end
wire f_timer;
assign f_timer = (timer == {LP_TIMER_LENGTH_BIT{1'b1}}) ? (1'b1) : (1'b0);
always @(posedge aclk) begin
    timer <= timer +'d1;
end
always @(posedge aclk) begin
    if(f_timer)begin
        case (col)
        STATE_0:begin
            col <= STATE_1;
        end
        STATE_1:begin
            col <= STATE_2;
        end
        STATE_2:begin
            col <= STATE_3;
        end
        STATE_3:begin
            col <= STATE_4;
        end
        STATE_4:begin
            col <= STATE_5;
        end
        STATE_5:begin
            col <= STATE_6;
        end
        STATE_6:begin
            col <= STATE_7;
        end
        STATE_7:begin
            col <= STATE_0;
        end
        default:begin
            col <= STATE_0;
        end 
        endcase
    end
    else begin
        col <= col;
    end
end
always @(posedge aclk) begin 
    if(f_timer)begin
        case (col)
            STATE_0: begin
                o_led_row_data[0] <= i_led_data[1 ];
                o_led_row_data[1] <= i_led_data[9 ];
                o_led_row_data[2] <= i_led_data[17];
                o_led_row_data[3] <= i_led_data[25];
                o_led_row_data[4] <= i_led_data[33];
                o_led_row_data[5] <= i_led_data[41];
                o_led_row_data[6] <= i_led_data[49];
                o_led_row_data[7] <= i_led_data[57];
            end
            STATE_1: begin
                o_led_row_data[0] <= i_led_data[2 ];
                o_led_row_data[1] <= i_led_data[10];
                o_led_row_data[2] <= i_led_data[18];
                o_led_row_data[3] <= i_led_data[26];
                o_led_row_data[4] <= i_led_data[34];
                o_led_row_data[5] <= i_led_data[42];
                o_led_row_data[6] <= i_led_data[50];
                o_led_row_data[7] <= i_led_data[58];
            end
            STATE_2: begin
                o_led_row_data[0] <= i_led_data[3 ];
                o_led_row_data[1] <= i_led_data[11];
                o_led_row_data[2] <= i_led_data[19];
                o_led_row_data[3] <= i_led_data[27];
                o_led_row_data[4] <= i_led_data[35];
                o_led_row_data[5] <= i_led_data[43];
                o_led_row_data[6] <= i_led_data[51];
                o_led_row_data[7] <= i_led_data[59];
            end
            STATE_3: begin
                o_led_row_data[0] <= i_led_data[4 ];
                o_led_row_data[1] <= i_led_data[12];
                o_led_row_data[2] <= i_led_data[20];
                o_led_row_data[3] <= i_led_data[28];
                o_led_row_data[4] <= i_led_data[36];
                o_led_row_data[5] <= i_led_data[44];
                o_led_row_data[6] <= i_led_data[52];
                o_led_row_data[7] <= i_led_data[60];
            end
            STATE_4: begin
                o_led_row_data[0] <= i_led_data[5 ];
                o_led_row_data[1] <= i_led_data[13];
                o_led_row_data[2] <= i_led_data[21];
                o_led_row_data[3] <= i_led_data[29];
                o_led_row_data[4] <= i_led_data[37];
                o_led_row_data[5] <= i_led_data[45];
                o_led_row_data[6] <= i_led_data[53];
                o_led_row_data[7] <= i_led_data[61]; 
            end
            STATE_5: begin
                o_led_row_data[0] <= i_led_data[6 ];
                o_led_row_data[1] <= i_led_data[14];
                o_led_row_data[2] <= i_led_data[22];
                o_led_row_data[3] <= i_led_data[30];
                o_led_row_data[4] <= i_led_data[38];
                o_led_row_data[5] <= i_led_data[46];
                o_led_row_data[6] <= i_led_data[54];
                o_led_row_data[7] <= i_led_data[62];
            end
            STATE_6: begin
                o_led_row_data[0] <= i_led_data[7 ];
                o_led_row_data[1] <= i_led_data[15];
                o_led_row_data[2] <= i_led_data[23];
                o_led_row_data[3] <= i_led_data[31];
                o_led_row_data[4] <= i_led_data[39];
                o_led_row_data[5] <= i_led_data[47];
                o_led_row_data[6] <= i_led_data[55];
                o_led_row_data[7] <= i_led_data[63];
            end
            STATE_7: begin
                o_led_row_data[0] <= i_led_data[0 ];
                o_led_row_data[1] <= i_led_data[8 ];
                o_led_row_data[2] <= i_led_data[16];
                o_led_row_data[3] <= i_led_data[24];
                o_led_row_data[4] <= i_led_data[32];
                o_led_row_data[5] <= i_led_data[40];
                o_led_row_data[6] <= i_led_data[48];
                o_led_row_data[7] <= i_led_data[56];  
            end
        endcase
    end
    else begin
        case (col)
            STATE_0: begin
                o_led_row_data[0] <= i_led_data[0 ];
                o_led_row_data[1] <= i_led_data[8 ];
                o_led_row_data[2] <= i_led_data[16];
                o_led_row_data[3] <= i_led_data[24];
                o_led_row_data[4] <= i_led_data[32];
                o_led_row_data[5] <= i_led_data[40];
                o_led_row_data[6] <= i_led_data[48];
                o_led_row_data[7] <= i_led_data[56]; 
            end
            STATE_1: begin
                o_led_row_data[0] <= i_led_data[1 ];
                o_led_row_data[1] <= i_led_data[9 ];
                o_led_row_data[2] <= i_led_data[17];
                o_led_row_data[3] <= i_led_data[25];
                o_led_row_data[4] <= i_led_data[33];
                o_led_row_data[5] <= i_led_data[41];
                o_led_row_data[6] <= i_led_data[49];
                o_led_row_data[7] <= i_led_data[57];
            end
            STATE_2: begin
                o_led_row_data[0] <= i_led_data[2 ];
                o_led_row_data[1] <= i_led_data[10];
                o_led_row_data[2] <= i_led_data[18];
                o_led_row_data[3] <= i_led_data[26];
                o_led_row_data[4] <= i_led_data[34];
                o_led_row_data[5] <= i_led_data[42];
                o_led_row_data[6] <= i_led_data[50];
                o_led_row_data[7] <= i_led_data[58];
            end
            STATE_3: begin
                o_led_row_data[0] <= i_led_data[3 ];
                o_led_row_data[1] <= i_led_data[11];
                o_led_row_data[2] <= i_led_data[19];
                o_led_row_data[3] <= i_led_data[27];
                o_led_row_data[4] <= i_led_data[35];
                o_led_row_data[5] <= i_led_data[43];
                o_led_row_data[6] <= i_led_data[51];
                o_led_row_data[7] <= i_led_data[59];
            end
            STATE_4: begin
                o_led_row_data[0] <= i_led_data[4 ];
                o_led_row_data[1] <= i_led_data[12];
                o_led_row_data[2] <= i_led_data[20];
                o_led_row_data[3] <= i_led_data[28];
                o_led_row_data[4] <= i_led_data[36];
                o_led_row_data[5] <= i_led_data[44];
                o_led_row_data[6] <= i_led_data[52];
                o_led_row_data[7] <= i_led_data[60];
            end
            STATE_5: begin
                o_led_row_data[0] <= i_led_data[5 ];
                o_led_row_data[1] <= i_led_data[13];
                o_led_row_data[2] <= i_led_data[21];
                o_led_row_data[3] <= i_led_data[29];
                o_led_row_data[4] <= i_led_data[37];
                o_led_row_data[5] <= i_led_data[45];
                o_led_row_data[6] <= i_led_data[53];
                o_led_row_data[7] <= i_led_data[61]; 
            end
            STATE_6: begin
                o_led_row_data[0] <= i_led_data[6 ];
                o_led_row_data[1] <= i_led_data[14];
                o_led_row_data[2] <= i_led_data[22];
                o_led_row_data[3] <= i_led_data[30];
                o_led_row_data[4] <= i_led_data[38];
                o_led_row_data[5] <= i_led_data[46];
                o_led_row_data[6] <= i_led_data[54];
                o_led_row_data[7] <= i_led_data[62];
            end
            STATE_7: begin
                o_led_row_data[0] <= i_led_data[7 ];
                o_led_row_data[1] <= i_led_data[15];
                o_led_row_data[2] <= i_led_data[23];
                o_led_row_data[3] <= i_led_data[31];
                o_led_row_data[4] <= i_led_data[39];
                o_led_row_data[5] <= i_led_data[47];
                o_led_row_data[6] <= i_led_data[55];
                o_led_row_data[7] <= i_led_data[63];
            end
        endcase
    end
end
endmodule
==> load_flow_metrics.sql <==
-- implementation run metrics
INSERT INTO impl_metrics (metric_group, metric, value, unit) VALUES
('status', 'run_status', 'finished, final reports clean', ''),
('finish', 'fill_cells', '610', ''),
('grt', 'grt_first_pass_wirelength', '10.4', 'mm'),
('synthesis', 'synth_async_sr_flop_share', '0', '%'),
('sta', 'max-slew-margin-rel', '44.3', '%'),
('floorplan', 'fp-utilization', '31.0', '%'),
('synthesis', 'flip_flops_with_a_built_in_enable', '16', ''),
('synthesis', 'ys_dominant_reg_cell', 'sky130_fd_sc_hd__edfxtp_1', ''),
('floorplan', 'fp-row-count', '29', ''),
('floorplan', 'height_of_the_die', '82.7', 'um'),
('sta', 'timing.setup.tns', '0', 'ps'),
('sta', 'fin_hold_viols', '0', ''),
('floorplan', 'chip_area', '6840', 'sq um'),
('route', 'highest-signal-layer', 'met4', ''),
('synthesis', 'yosysSeqAreaShare', '32.8', '%'),
('clock_network', 'cts_post_setup_buffers_inserted', '0', ''),
('route', 'antenna_cells', '0', ''),
('clock_network', 'clock_latency', '270', 'ps'),
('sta', 'timing.hold.ws', '416', 'ps'),
('power_and_ir_drop', 'power.share.combinational', '14.8', '%'),
('synthesis', 'synth_stat.cells', '208', ''),
('worst_setup_path', 'cp_data_arrival_time', '2760', 'ps'),
('power_and_ir_drop', 'sw_power', '107', 'uW'),
('sta', 'fin_worst_skew', '3.35', 'ps'),
('synthesis', 'post_synth.cell_area_avg', '9.40', 'sq um'),
('route', 'postRouteAntennaNets', '0', ''),
('worst_setup_path', 'start_kind', 'flip-flop', ''),
('grt', 'grt_util_all_layers', '21.3', '%'),
('min_path', 'min_path_type', 'reg -> reg', ''),
('sta', 'fmax', '362', 'MHz'),
('min_path', 'min_delay_worst_endpoint', 'timer[0]', ''),
('placed_design', 'placed_area', '2780', 'sq um'),
('worst_setup_path', 'criticalPathCategory', 'reg -> reg', ''),
('placed_design', 'hpwl_after_detailed_placement', '4.93', 'mm'),
('power_and_ir_drop', 'power.density_cell_area', '191', 'nW/um^2'),
('finish', 'seqCellArea', '641', 'sq um'),
('worst_setup_path', 'endpoint_of_the_worst_register_to_register_path', 'o_led_row_data[7]', ''),
('power_and_ir_drop', 'power.ir.vdd_worst', '0.000102', 'V'),
('route', 'route.met2.wl', '3.04', 'mm'),
('sta', 'final_period_minus_worst_setup_slack', '2760', 'ps'),
('power_and_ir_drop', 'power_frac_clock', '36.0', '%'),
('synthesis', 'ys_types', '48', ''),
('route', 'detailedRoute.firstPassIterationCount', '4', ''),
('clock_network', 'cts_root_buffer', 'sky130_fd_sc_hd__clkbuf_8', ''),
('sta', 'finalClockPeriodUsage', '70.8', '%'),
('finish', 'layout_area_overhead', '45.6', '%'),
('floorplan', 'top_level_ports', '82', ''),
('route', 'totalWireLength', '6.78', 'mm'),
('power_and_ir_drop', 'power.sequential.fraction', '49.2', '%'),
('placed_design', 'port_buffers', '80', ''),
('clock_network', 'cts-resized-gates', '0', ''),
('clock_network', 'cts-buffers-inserted', '3', ''),
('synthesis', 'post_synthesis_chip_area_from_yosys', '1950', 'sq um'),
('grt', 'antenna_violations_before_repair', '0', ''),
('grt', 'grt_pass1_vias', '2029', ''),
('power_and_ir_drop', 'internal_power_consumption', '438', 'uW'),
('synthesis', 'post_synth_instance_area', '1950', 'sq um'),
('route', 'met3_length', '686', 'um'),
('floorplan', 'horizontal_extent_of_the_die', '82.7', 'um'),
('route', 'drtIter0Drc', '183', ''),
('min_path', 'min_path_cells', '1', ''),
('synthesis', 'postSynthCellCount', '208', ''),
('route', 'wl_per_cell', '19.1', 'um'),
('finish', 'layout_cells_sized_above_1', '7.17', '%'),
('sta', 'rsz0062_at_grt', 'no', ''),
('flow_run', 'cap_violations', '0', ''),
('route', 'via_count', '2113', ''),
('clock_network', 'number_of_buffers_inserted_for_hold_repair_after_clock_tree_synthesis', '0', ''),
('worst_setup_path', 'worst_ep_required_time', '3900', 'ps'),
('clock_network', 'htreeDepth', '1', ''),
('flow_run', 'stage_log_warnings', '26', '');
[layer usage]
metal | track usage [%] | up-vias
met5 | 0 | -
met4 | 5.34 | 0
met3 | 2.79 | 6
met2 | 31.4 | 118
met1 | 33.5 | 981
li1 | - | 1008
[through the flow]
stage	std cells	setup WS, ps	power (uW)	util [%]
floorplan	208	1900	276	-
global placement	352	1190	355	44.0
detailed placement	352	1180	354	44.0
CTS	356	1170	552	45.1
global route	356	994	563	45.1
finish	356	1140	544	45.1
[power by group through the flow]
stage / registers (uW) / logic, uW / clock network (uW)
after CTS: 268 / 80.5 / 203
after global routing: 268 / 84.9 / 211
final: 268 / 80.7 / 196
[worst max-delay path by stage]
| stage | end | from | depth (start not counted) |
|---|---|---|---|
| CTS | o_led_row_data[6] | col[2] | 6 |
| global route | o_led_row_data[6] | col[2] | 6 |
| finish | o_led_row_data[7] | col[2] | 6 |
[logic make-up (layout without fill, tap and decap cells)]
kind of cell / after synthesis / in the layout / synth area share, %
buffers and inverters: 23 / 94 / 6.02
muxes: 2 / 2 / 1.02
AOI/OAI and AO/OA: 101 / 101 / 38.5
adders and majority gates: 1 / 1 / 0.640
xor gates and xnor gates: 7 / 7 / 3.14
and+or+nand+nor: 50 / 50 / 17.9
DFF: 24 / 24 / 32.8
[state kept, by name (all words and copies together) (netlist names)]
signal / cells
col: 8
o_led_row_data: 8
timer: 8
[layout make-up]
type	instances	share of cell area, %
clock buffers	4	2.33
flip-flops and latches	24	22.5
inverters	8	1.06
multi-input cells	161	42.0
repair buffers	82	28.7
well taps	77	3.39
[Yosys cell counts (3+ instances only)]
master,count,area (sq um)
sky130_fd_sc_hd__a211oi_1,9,67.6
sky130_fd_sc_hd__o21ai_1,6,30.0
sky130_fd_sc_hd__o22ai_1,19,119
sky130_fd_sc_hd__a221o_1,9,90.1
sky130_fd_sc_hd__nand2_1,8,30.0
sky130_fd_sc_hd__nand3_1,8,40.0
sky130_fd_sc_hd__a2111oi_0,3,26.3
sky130_fd_sc_hd__xor2_1,4,35.0
sky130_fd_sc_hd__o21ai_0,10,50.1
sky130_fd_sc_hd__nand4_1,3,18.8
sky130_fd_sc_hd__and4_1,3,26.3
sky130_fd_sc_hd__nand2b_1,3,18.8
sky130_fd_sc_hd__nor2b_1,5,31.3
sky130_fd_sc_hd__inv_1,7,26.3
sky130_fd_sc_hd__a22o_1,5,43.8
sky130_fd_sc_hd__a22oi_1,31,233
sky130_fd_sc_hd__xnor2_1,3,26.3
sky130_fd_sc_hd__clkbuf_1,4,15.0
sky130_fd_sc_hd__buf_2,6,30.0
sky130_fd_sc_hd__nor2_1,4,15.0
sky130_fd_sc_hd__edfxtp_1,16,480
sky130_fd_sc_hd__dfxtp_1,8,160
[layout by cell type, fill, tap and decap left out, types with 2 or more instances in the layout]
| cell type | Yosys | routed |
|---|---|---|
| sky130_fd_sc_hd__and4_1 | 3 | 3 |
| sky130_fd_sc_hd__nor2_2 | 2 | 2 |
| sky130_fd_sc_hd__mux2i_1 | 2 | 2 |
| sky130_fd_sc_hd__o21ai_0 | 10 | 10 |
| sky130_fd_sc_hd__a222oi_1 | 2 | 2 |
| sky130_fd_sc_hd__nor2_1 | 4 | 4 |
| sky130_fd_sc_hd__dfxtp_1 | 8 | 8 |
| sky130_fd_sc_hd__a221o_1 | 9 | 9 |
| sky130_fd_sc_hd__a211o_1 | 2 | 2 |
| sky130_fd_sc_hd__nand2b_1 | 3 | 3 |
| sky130_fd_sc_hd__edfxtp_1 | 16 | 16 |
| sky130_fd_sc_hd__buf_4 | 2 | 2 |
| sky130_fd_sc_hd__clkdlybuf4s50_1 | 0 | 80 |
| sky130_fd_sc_hd__nand2_1 | 8 | 8 |
| sky130_fd_sc_hd__inv_1 | 7 | 7 |
| sky130_fd_sc_hd__a22o_1 | 5 | 5 |
| sky130_fd_sc_hd__a211oi_1 | 9 | 9 |
| sky130_fd_sc_hd__xor2_1 | 4 | 4 |
| sky130_fd_sc_hd__clkbuf_8 | 0 | 3 |
| sky130_fd_sc_hd__nand4_1 | 3 | 3 |
| sky130_fd_sc_hd__nand3_1 | 8 | 8 |
| sky130_fd_sc_hd__xnor2_1 | 3 | 3 |
| sky130_fd_sc_hd__nor2b_1 | 5 | 5 |
| sky130_fd_sc_hd__a22oi_1 | 31 | 31 |
| sky130_fd_sc_hd__nor3_1 | 2 | 2 |
| sky130_fd_sc_hd__o21ai_1 | 6 | 6 |
| sky130_fd_sc_hd__nor3b_2 | 2 | 2 |
| sky130_fd_sc_hd__o22ai_1 | 19 | 19 |
| sky130_fd_sc_hd__a2111oi_0 | 3 | 3 |
[worst max-delay path, stage by stage, from the launching register on]
cell and delay, ps:
sky130_fd_sc_hd__edfxtp_1 550, sky130_fd_sc_hd__nor2b_2 650, sky130_fd_sc_hd__o2111ai_2 200, sky130_fd_sc_hd__o211ai_2 140, sky130_fd_sc_hd__or2_1 580, sky130_fd_sc_hd__mux2i_1 270, sky130_fd_sc_hd__o22ai_1 90
Power figures rest on the tool's default switching activity, not on a simulated workload.
